[flow/design.v]
module clkdiv(
	input  logic			clk,
	input  logic			rst,
	input	 logic [1:0]	state,
	output logic [25:0]	counter,
	output logic 			tick_sec);
	localparam int MAX_COUNT = 50_000_000;
	always_ff @(posedge clk) begin
		if (rst || state == 2'b01 || state == 2'b10) begin
			counter <= 0;
			tick_sec <= 0;
		end else begin
			if (counter == (MAX_COUNT - 1)) begin		 
				tick_sec <= 1;
				counter <= 0;
			end else begin
				tick_sec <= 0;
				counter <= counter + 1;
			end
		end
	end
endmodule
[flow/run.sh]
#!/bin/bash
# OpenROAD 26Q1-2900-gdf79404cd8, Yosys 0.63+post, stock flow scripts
make -C /OpenROAD-flow-scripts/flow DESIGN_CONFIG=/design/flow/config.mk WORK_HOME=/design/flow/orfs finish
[flow/config.mk]
export PLATFORM = sky130hd
export DESIGN_NAME = clkdiv
export DESIGN_NICKNAME = clkdiv
export VERILOG_FILES = /design/flow/design.v
export SDC_FILE = /design/flow/constraint.sdc
export NUM_CORES = 4
export LEC_CHECK = 1
export CORE_AREA = 10 10 111 111
export DIE_AREA = 0 0 121 121
[flow/constraint.sdc]
current_design clkdiv

set clk_period 2.8
set clk_io_pct 0.2

create_clock -name clk0 -period $clk_period [get_ports {clk}]

set non_clock_inputs [all_inputs -no_clocks]
set_input_delay [expr $clk_period * $clk_io_pct] -clock clk0 $non_clock_inputs
set_output_delay [expr $clk_period * $clk_io_pct] -clock clk0 [all_outputs]
==> impl_metrics.py <==
# Flow results
metrics = {
    "worst_hold_path": {
        "min_path_type": "reg2reg",
    },
    "floorplanning": {
        "fp.dieH_um": 121,
        "floorplan.core_util_pct": 12.7,
        "io_pins": 31,
        "die-width_um": 121,
        "core_area_mm2": 0.00986,
        "chip_area_mm2": 0.0146,
        "row_count": 36,
    },
    "power_and_ir_drop": {
        "p_clk_share_pct": 34.7,
        "p_seq_share_pct": 61.3,
        "max-vdd-ir-drop_mv": 0.192,
        "p_leak_nw": 0.473,
        "power_density_mw_per_mm2": 361,
        "internal-power_uw": 498,
        "switchingPower_uw": 136,
        "pwr-share-comb_pct": 4.1,
        "swShare_pct": 21.5,
    },
    "synthesis": {
        "synth-cells-yosys": 145,
        "syn_inst": 145,
        "synth.top_cells.by_area": "dfxtp_1, a21oi_1, nor2_1",
        "ff_type": "dfxtp_1",
        "top_area_share_pct": 43.0,
        "syn_avg_cell_area_um2": 8.66,
        "postSynthSeqShare_pct": 43.0,
        "ys_types": 33,
        "yosys-top-cells-count": "dfxtp_1, nor2_1, a21oi_1, nand2_1",
        "edf_count": 0,
        "synth.most_common_cell": "dfxtp_1",
        "yosysWarningCount": 1,
        "yosys.area.top_type": "dfxtp_1",
        "synth_area_mm2": 0.00126,
        "synth_flop_count": 27,
        "synthArstFlopShare_pct": 0,
        "yosys_area_mm2": 0.00126,
    },
    "timing": {
        "worst_pin_slew_ps": 674,
        "whs_ps": 494,
        "finalSetupViolations": 0,
        "rsz0062_at_grt": "no",
        "fmax_mhz": 454,
        "finalSetupTns_ps": 0,
        "finClkSkew_ps": 3.36,
        "min_period_ps": 2200,
        "period_used_pct": 78.6,
        "slew_headroom_pct": 54.7,
        "final-max-slew-violation-count": 0,
        "final_hold_viol_count": 0,
    },
    "clocking": {
        "cts_setup_buffers": 0,
        "cts_buffers": 3,
        "cts_tree": "yes",
        "cts_buffer_depth": 2,
        "cts_sinks": 27,
        "cts_resized": 0,
        "clock_latency_ps": 270,
        "htreeDepth": 1,
        "path_clk_slew_ps": 90,
        "ctsRootBufferMaster": "clkbuf_8",
        "holdBufCountCts": 0,
    },
    "placed_design": {
        "place_congestion": 0.773,
        "dp_hpwl_mm": 2.71,
        "io_buffers": 30,
    },
    "flow_run": {
        "warning_count": 25,
        "drv_cap": 0,
    },
    "route": {
        "drtPass1Iterations": 5,
        "diodes": 0,
        "totalWireLength_mm": 3.53,
        "dr.first_iter.drc_count": 38,
        "ant_nets": 0,
        "drc_errors": 0,
        "vias_per_cell": 3.73,
        "wl_per_cell_um": 11.4,
        "vias": 1154,
    },
    "global_route": {
        "grt_start_max_net_pins": 17,
        "grt_pass1_vias": 1044,
        "grt_overflow": 0,
        "grt_pass1_wl_mm": 5.64,
        "track_usage_pct": 4.81,
        "antenna_found_initial": 0,
    },
    "worst_setup_path": {
        "cp_cell_sequence": "ha_1 > nand3_2 > or4_1 > or4_1 > a21oi_1",
        "end_kind": "flip-flop",
        "ff2ff_setup_slack_ps": 600,
        "crit_path_max_fanout": 9,
        "critical_path.max_stage_delay_ps": 680,
        "cp_slowest_cell": "or4_1",
        "crit_path_start_kind": "flip-flop",
        "worstPathArrival_ps": 2410,
        "crit_top_cell": "or4_1",
        "crit_family": "simple AND/OR/NAND/NOR gates",
        "cp.required_ps": 3010,
        "crit_buf_inv": 0,
        "worstSetupPathType": "reg2reg",
    },
    "finish": {
        "drive_gt1_share_pct": 10.2,
        "area_delta_synth_final_pct": 39.8,
        "n_fill_cell": 1093,
    },
    "run_status": {
        "outcome": "finished, final reports clean",
    },
}
## worst reg2reg max path, cell delays in order (launching register included)
cell     delay [ps]
dfxtp_1         420
ha_1            240
nand3_2         150
or4_1           680
or4_1           510
a21oi_1         140
## layout by cell type (no fill, tap or decap), types with 3 or more instances in the layout
cell type        synthesis  layout
nand2_1                 11      11
o21ai_0                  5       5
nand4_1                  5       5
nor3_1                   4       4
dfxtp_1                 27      27
nand3_1                  6       6
clkbuf_8                 0       3
nor2_1                  15      15
or4_1                    6       6
o31ai_1                  5       5
or3_2                    3       3
inv_1                    4       4
a21oi_1                 13      13
or3_1                    5       5
xor2_1                   6       6
xnor2_1                  6       6
clkdlybuf4s50_1          0      30
## metal layers
layer | GRT usage (%) | vias up | share of wire [%]
met2 | 6.90 | 31 | 42
li1 | - | 588 | -
met4 | 0.226 | 0 | 0.54
met1 | 6.70 | 533 | 48
met3 | 2.31 | 2 | 10
met5 | 0 | - | 0
## worst paths after layout
| path | from | depth (start not counted) | endpoint |
|---|---|---|---|
| min | counter[0] | 1 | counter[0] |
| min reg2reg | counter[0] | 1 | counter[0] |
| max | counter[0] | 5 | counter[22] |
| max reg2reg | counter[0] | 5 | counter[22] |
## power by group through the flow
stage | Clock, mW | Combinational [mW] | Sequential, mW
4_1_cts | 0.228 | 0.0267 | 0.389
5_1_grt | 0.244 | 0.0288 | 0.389
6_report | 0.220 | 0.0258 | 0.388
## area by class of cell
cell class | count | area [um^2] | share of cell area [%]
Inverter | 4 | 15.0 | 0.855
Timing Repair Buffer | 32 | 315 | 17.9
Tap cell | 133 | 166 | 9.47
Clock inverter | 1 | 5.00 | 0.285
Sequential cell | 27 | 541 | 30.8
Multi-Input combinational cell | 109 | 673 | 38.3
Clock buffer | 3 | 41.3 | 2.35
## metrics by stage
step                instance area (um^2)  power [mW]  instances  worst slack [ps]  utilization [%]
floorplan                           1260       0.407        145               800                -
global placement                    1710       0.424        305               678             17.3
detailed placement                  1710       0.424        305               641             17.3
CTS                                 1760       0.643        309               595             17.8
global route                        1760       0.662        309               425             17.8
finish                              1760       0.634        309               600             17.8
## flip-flops by register name, indices dropped and copies added, names as in the netlist
| signal | count |
|---|---|
| counter | 26 |
| tick_sec | 1 |
## cells by family (layout without fill, tap and decap cells)
kind of cell / count (synthesis) / in the layout / synth area share [%]
simple gates: 71 / 71 / 32.9
flops: 27 / 27 / 43.0
compound gates: 25 / 25 / 11.4
xor+xnor: 12 / 12 / 8.37
buf+inv: 9 / 40 / 3.39
fa+ha+maj: 1 / 1 / 0.996
Power figures rest on the tool's default switching activity, not on a simulated workload.
