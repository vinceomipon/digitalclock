[flow/config.mk]
export PLATFORM = sky130hd
export DESIGN_NAME = thldr
export DESIGN_NICKNAME = thldr
export VERILOG_FILES = /design/flow/design.v
export SDC_FILE = /design/flow/constraint.sdc
export NUM_CORES = 4
export LEC_CHECK = 1
export CORE_AREA = 10 10 96 96
export DIE_AREA = 0 0 106 106
[flow/constraint.sdc]
current_design thldr

set clk_period 2.7
set clk_io_pct 0.2

create_clock -name clk0 -period $clk_period [get_ports {clk}]

set non_clock_inputs [all_inputs -no_clocks]
set_input_delay [expr $clk_period * $clk_io_pct] -clock clk0 $non_clock_inputs
set_output_delay [expr $clk_period * $clk_io_pct] -clock clk0 [all_outputs]
[flow/design.v]
module thldr(
	input		logic			clk,
	input		logic			rst,
	input		logic			tick_sec,
	input		logic			up,
	input		logic			down,
	input		logic [1:0] state,
	output	logic	[5:0] seconds,
	output	logic [5:0] minutes,
	output	logic	[4:0] hours);
	always_ff @(posedge clk) begin
		if (rst) begin
			seconds	<= 0;
			minutes	<= 0;
			hours		<= 0;
		end else if (state == 2'b01) begin
			if (up && hours < 23) begin
				hours <= hours + 1;
			end else if (down && hours > 0) begin
				hours <= hours - 1;
			end
		end else if (state == 2'b10) begin
			if (up && minutes < 59) begin
				minutes <= minutes + 1;
			end else if (down && minutes > 0) begin
				minutes <= minutes - 1;
			end
		end else if (tick_sec) begin
			if (seconds == 59) begin
				seconds <= 0;
				if (minutes == 59) begin
					minutes <= 0;
					if (hours == 23) begin
						hours <= 0;
					end else begin
						hours <= hours + 1;
					end
				end else begin
					minutes <= minutes + 1;
				end
			end else begin
				seconds <= seconds + 1;
			end
		end
	end
endmodule
[flow/run.sh]
#!/bin/bash
# OpenROAD 26Q1-2900-gdf79404cd8, Yosys 0.63+post, stock flow scripts
make -C /OpenROAD-flow-scripts/flow DESIGN_CONFIG=/design/flow/config.mk WORK_HOME=/design/flow/orfs finish
==> deck_impl_summary.md <==
Flow Results at a Glance

Outcome
  • Run status: finished, final reports clean

Die
  • # IOs: 24
  • CORE AREA: 0.00721 sq mm
  • Die area: 0.0112 sq mm
  • FP Core Util: a little under a fifth
  • Die height: 106 um
  • Die width: ~110 um
  • Row cnt: 31

Global route
  • First-pass GRT wire length: between 6000 and 7000 um
  • Met2 Usage GRT: under 10%
  • Initial antenna violation count: 0
  • Gr busiest metal: met1
  • Met3 GRT Util: about 1.3%
  • Met1 GRT Util: under 10%
  • GR Util All Layers: 6.44%
  • Vias in the first global route: between 1000 and 1500
  • Largest net degree at the start of global routing: 16
  • Grt ovf: 0

Min path
  • Hold Crit Start: seconds[1]
  • Worst Hold Class: flop to flop

Power and ir drop
  • Peak VDD IR: between 0.2 and 0.25 mV
  • P per Cell Area: ~350 mW/mm^2
  • Static leakage: 0.000637 uW

Final timing
  • Final slew viol count: 0
  • RSZ-0062 raised after global routing: no
  • Slew headroom: approximately 65%
  • Clock Skew: 0.00462 ns
  • Final Hold Vio Count: 0
  • F_max: approximately 420 MHz
  • Hold WS: 0.499 ns
  • Final setup viols: 0
  • Least-Margin Pin Slew: ~0.53 ns
  • Final worst path period need: 2.39 ns
  • Setup TNS: 0 ns
  • Cycle use final: 88.6%

Worst setup path
  • Cell family contributing the most delay on the critical path: simple AND/OR/NAND/NOR gates
  • Crit-path max FO: 4
  • Slowest stage delay, CP: between 0.5 and 0.6 ns
  • Required time of the critical path: about 2.9 ns
  • Crit-path slowest cell: or4_4
  • Setup crit start: state[0]
  • Worst path bufs/invs: 2
  • Worst flop-to-flop path startpoint: minutes[1]
  • Critical Path Start Type: input port
  • Worst-path cell chain: clkdlybuf4s50_1 > inv_1 > ha_1 > or4_4 > a2bb2oi_2 > or4_1 > a21oi_1
  • CP Capture Type: flop
  • Crit Path Class: input port to flop
  • Arrival @ worst endpoint: 2.58 ns

Synth
  • Post-synth seq share: 25.7%
  • Ys flops: 17
  • Post-Syn Instances: between 150 and 200
  • Top post-synthesis cells by area: dfxtp_1 (26%), ha_1 (7.6%), nor2_1 (4.2%), a21oi_1 (4.2%), nand2_1 (4.0%)
  • Post-synth EDFFs: 0
  • Area share of the largest cell type after synthesis: around a quarter
  • Ys cells: around 170
  • Post-synth top area cell: dfxtp_1
  • Syn. warnings: 1
  • Post-synth ARST share: 0%
  • Post-Syn Area: ~0.0013 sq mm
  • Chip Area, Yosys: approximately 0.0013 sq mm
  • Syn Area/Cell: about 8.0 sq um
  • Most common flop cell mapped by yosys: dfxtp_1
  • Unique masters post-synth: 58

Route
  • First drt pass iteration count: 4
  • Drt wl/cell: approximately 13 um
  • Diode count: 0
  • Vias/cell: 4.53
  • Via count: between 1000 and 1500
  • Routed WL: roughly 3700 um
  • 1st-iter DRT viols: between 150 and 200
  • Antenna viol nets, final: 0
  • Drt drc: 0

Clock network
  • CTS Hold Bufs: 0
  • Clk buf depth: 2
  • CTS resizes: 0
  • CTS sink cnt: 17
  • TritonCTS Buffers: 3
  • Clk ins delay skew pair: approximately 0.25 ns
  • H-tree lvl count: 1
  • CTS Root Cell: clkbuf_8
  • CTS clk-pin slew, worst paths: ~0.080 ns
  • CTS tree: yes
  • Setup Fix Bufs, Post-CTS: 0

Placement
  • Dpl hpwl: 2830 um
  • GP Congestion: 0.906
  • Number of port buffers: 23

Final layout
  • Area delta synth->final: 32.8%
  • Most frequent logic cell in the layout: clkdlybuf4s50_1
  • Share of cells above drive strength 1: 13.2%
  • Top Layout Cells: clkdlybuf4s50_1 (23), dfxtp_1 (17), nor2_1 (15), nand2_1 (14)
  • Fill count: ~790

Run
  • Maxcap violations: 0
  • Tool warnings: 29
[worst paths after layout]
| kind | endpoint | slack [ns] | depth (start not counted) |
|---|---|---|---|
| max | hours[2] | 0.31 | 7 |
| min | seconds[1] | 0.50 | 2 |
| max reg2reg | hours[2] | 0.46 | 6 |
| min reg2reg | seconds[1] | 0.50 | 2 |
[per-stage QoR]
step	area, sq um	setup slack, ns	util, %	cells	total power, uW
5_1_grt	1760	0.179	24.4	296	645
2_1_floorplan	1330	0.514	-	165	359
6_report	1760	0.308	24.4	296	607
3_3_place_gp	1710	0.0609	23.7	292	414
4_1_cts	1760	0.323	24.4	296	622
3_5_place_dp	1710	0.0557	23.7	292	414
[power breakdown]
part           leakage, uW  internal, uW  switching (uW)  total (uW)
Sequential        0.000138           260            17.7         277
Clock            0.0000255           102            95.8         198
Combinational     0.000473          70.1            61.7         132
Total             0.000637           432             175         607
[layer usage]
metal	vias up	wire, um
li1	685	-
met1	618	1930
met2	36	1550
met3	2	215
met4	0	12
met5	-	0
[state kept, by name, indices dropped and copies added, names as in the netlist]
register	count
hours	5
minutes	6
seconds	6
[cell type report]
cell class	count	area (sq um)	share of cell area, %
Inverter	11	41.3	2.35
Multi-Input combinational cell	131	895	50.9
Sequential cell	17	340	19.3
Clock inverter	1	5.00	0.284
Tap cell	99	124	7.04
Timing Repair Buffer	34	313	17.8
Clock buffer	3	41.3	2.35
[cells in the mapped netlist (all sizes together), types with 2 or more instances]
library cell	instances
buf	2
nand3	5
and3	2
a21oi	11
nor4b	2
xor2	3
nor2	15
nor3	2
and4	3
and2b	2
inv	11
o22ai	3
mux2i	2
nand2	15
clkbuf	4
a2bb2oi	2
nand3b	3
a221oi	3
or3	3
a211oi	3
o21ai	7
nand4	5
or4	3
ha	8
dfxtp	17
nand2b	6
[kinds of logic (layout without fill, tap and decap cells)]
family                   after synthesis  in the layout  synth area share [%]
buffers and inverters                 17             49                  6.80
XOR/XNOR                               4              4                  2.64
flip-flops                            17             17                  25.7
multiplexers                           3              3                  2.36
AND/OR/NAND/NOR                       71             71                  30.4
AND-OR/OR-AND                         45             45                  24.6
adder cells (fa/ha/maj)                8              8                  7.55
[worst register-to-register path, delay by kind of cell, from the launching register on]
kind | cells | cell delay [ns]
AND-OR/OR-AND | 2 | 0.30
flip-flops | 1 | 0.45
adder cells (fa/ha/maj) | 1 | 0.32
AND/OR/NAND/NOR | 3 | 1.10
Power figures rest on the tool's default switching activity, not on a simulated workload.
